`flow/design.v`:
```
module IO (
    input clk,
    input reset,
    input pRead,
    input pWrite,
    input [1:0] addr,
    input [11:0] pWriteData,
    output reg [31:0] pReadData,
    input buttonL,   
    input buttonR,   
    input [15:0] switch,   
    output reg [11:0] led
);
reg [1:0] r_status;
reg [15:0] r_switch;
reg [11:0] r_led;
always @(posedge clk ) begin
    if (reset) begin
        r_status <= 0;
        r_led <= 0;
        r_switch <= 0;
    end
    else begin
        if (buttonR) begin
           r_status[1] <= 1;
           r_switch <= switch; 
        end
        if (buttonL) begin
            r_status[0] <= 1;
            led <= r_led;
        end
        if (pWrite & (addr == 2'b01)) begin
           r_led <= pWriteData;
           r_status[0] <= 0; 
        end
    end
end
always @(pRead) begin
    if (pRead) begin
        case (addr)
            2'b11: pReadData = {24'b0, r_switch[15:8]};
            2'b10: pReadData = {24'b0, r_switch[7:0]};
            2'b00: pReadData = {30'b0, r_status};
            default: pReadData = 32'b0;
        endcase
    end
end
endmodule
```
`flow/run.sh`:
```
#!/bin/bash
# OpenROAD 26Q1-2900-gdf79404cd8, Yosys 0.63+post, stock flow scripts
make -C /OpenROAD-flow-scripts/flow DESIGN_CONFIG=/design/flow/config.mk WORK_HOME=/design/flow/orfs finish
```
`flow/config.mk`:
```
export PLATFORM = sky130hd
export DESIGN_NAME = IO
export DESIGN_NICKNAME = IO
export VERILOG_FILES = /design/flow/design.v
export SDC_FILE = /design/flow/constraint.sdc
export NUM_CORES = 4
export LEC_CHECK = 1
export CORE_UTILIZATION = 40
```
`flow/constraint.sdc`:
```
current_design IO

set clk_period 1.9
set clk_io_pct 0.2

create_clock -name clk0 -period $clk_period [get_ports {clk}]

set non_clock_inputs [all_inputs -no_clocks]
set_input_delay [expr $clk_period * $clk_io_pct] -clock clk0 $non_clock_inputs
set_output_delay [expr $clk_period * $clk_io_pct] -clock clk0 [all_outputs]
```
==> flow_summary.ini <==
; yosys + openroad results
[layout]
lay_top_count = clkdlybuf4s50_1
n_fill_cell = 411
final_util_pct = 55.2
drive_gt1_share_pct = 7.20
syn_to_final_growth_pct = 31.3
design_area_um2 = 2640
instances_no_fill = 303
lay_top_cells = clkdlybuf4s50_1 (55), mux2i_1 (34), dfxtp_1 (30), nand2b_1 (24), conb_1 (24)

[clocking]
cts_root_buffer = clkbuf_8
hold_buffers = 0
cts_tree = done
cts_post_setup_buffers_inserted = 0
clk_latency_ps = 290
cts_resized = 0
cts.path.max_buffers = 2
h-tree-depth = 2
cts-buffers-inserted = 5
clkSlewWorstSetupHoldPaths_ps = 80

[placement]
gp_congestion = 0.762
dpl_cell_area_um2 = 2530
dp_cells = 295
numPortBuffers = 55
hpwl_um = 2490

[sta]
whs_ps = 432
setup_viol = 0
untimed_endpoints = 16
finalSetupTns_ps = 0
unclocked_regs = 8
final_hold_viol_count = 0
period_used_pct = 78.8
fin_skew_ps = 2.67
rsz0062_at_grt = no
max_freq_ghz = 0.668
slew_viol_final = 0
min_period_ps = 1500

[grt]
grt_pass1_wl_um = 5580
antenna_found_initial = 0
grt.overflow.total = 0
first_global_vias = 1238
grtUsageTotal_pct = 14.1
grt_max_degree = 24

[power]
vdd_ir_drop_max_mv = 0.414
leakage_nw = 1.09
p_per_area_nw_per_um2 = 719

[critical_path]
critPathArrivalTime_ps = 1120
critPathBufInv = 1
rrSetupSlack_ps = 1280
critPathKind = flop to output port
path_cells = clkdlybuf4s50_1
cp-end-kind = output port
crit_fanout = 1
crit_slowest_cell = clkdlybuf4s50_1
critical-path-top-delay-family = buffers and inverters
slowest_delay_ps = 470
start_kind = flop
critPathRequiredTime_ps = 1520

[logic_synthesis]
ys_cells = 176
yosysWarnings = 1
netlist_area_um2 = 2010
syn_area_per_cell_um2 = 11.4
yosysUniqueCellTypes = 17
synth_flop_count = 50
syn_inst = 176
yosys_area_um2 = 2010

[floorplan]
initCoreUtil_pct = 42.1
die_w_um = 72.9
dieHeight_um = 72.9
pin_count = 80
core_um2 = 4790
rows = 25
die-area_um2 = 5320

[detailed_routing]
dr.pass1.iters = 4
totalWireLength_um = 3400
wl_per_cell_um = 11.2
diodes = 0
vias = 1267
ant_nets = 0
drc_errors = 0
viasPerCell = 4.18
drtIter0Drc = 38

[outcome]
status = completed

[worst_hold_path]
hold_path_class = flop to flop

[run]
cap_violations = 0
tool_warnings = 25
synth_stat cells, drive strengths merged:
cell type	instances	area [µm²]
a22o	2	17.5
and3b	1	8.76
buf	32	253
clkbuf	2	7.51
conb	1	3.75
dfxtp	30	601
dlxtp	8	120
edfxtp	12	360
mux2	2	22.5
mux2i	34	340
nand2b	24	150
nor2	20	75.1
nor2b	7	43.8
nor3	1	10.0
area by class of cell:
type / count / area, µm² / area share [%]
Sequential cell: 50 / 1080 / 40.9
Clock inverter: 3 / 40.0 / 1.52
Timing Repair Buffer: 63 / 611 / 23.1
Tap cell: 67 / 83.8 / 3.17
Multi-Input combinational cell: 115 / 758 / 28.7
Clock buffer: 5 / 68.8 / 2.60
per-stage QoR:
| stage | total power, mW | worst slack [ps] |
|---|---|---|
| finish | 1.90 | 403 |
| global route | 2.00 | 343 |
| CTS | 1.93 | 384 |
| detailed placement | 1.25 | 322 |
| global placement | 1.24 | 320 |
| floorplan | 1.15 | 396 |
sequential cells by signal, summed over array words and instances (netlist names):
name,flops
r_switch,16
r_status,2
r_led,12
pReadData,8
led,12
layer usage:
| metal | up-vias | track usage [%] | share of wire, % | wire, µm |
|---|---|---|---|---|
| met1 | 568 | 21.1 | 46 | 1550 |
| met2 | 49 | 22.2 | 45 | 1550 |
| li1 | 642 | - | - | - |
| met3 | 8 | 2.80 | 6.6 | 226 |
| met4 | 0 | 3.05 | 2.4 | 80 |
| met5 | - | 0 | 0 | 0 |
power by group:
group,internal [mW],total [mW],switching [mW]
clock network,0.386,0.679,0.292
registers,0.975,0.995,0.0196
logic,0.149,0.227,0.0787
logic make-up (layout without fill, tap and decap cells):
group	Yosys count	after routing	synth area share, %
other	1	24	0.186
and+or+nand+nor	53	53	14.3
latches	8	8	5.97
buffers and inverters	34	71	12.9
DFF	42	42	47.7
muxes	36	36	18.0
AOI/OAI and AO/OA	2	2	0.870
path summary, 6_finish.rpt:
check                                 from                       end  cells past startpoint
setup / recovery          led[3]$_DFFE_PP_                    led[3]                      1
hold / removal       r_led[3]$_SDFFE_PP0P_          led[3]$_DFFE_PP_                      0
setup reg to reg  r_switch[9]$_SDFFE_PP0P_  r_switch[9]$_SDFFE_PP0P_                      2
hold reg to reg      r_led[3]$_SDFFE_PP0P_          led[3]$_DFFE_PP_                      0
Power figures rest on the tool's default switching activity, not on a simulated workload.
