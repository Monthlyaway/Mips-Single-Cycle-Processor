==> /design/flow/run.sh <==
#!/bin/bash
# OpenROAD 26Q1-2900-gdf79404cd8, Yosys 0.63+post, stock flow scripts
make -C /OpenROAD-flow-scripts/flow DESIGN_CONFIG=/design/flow/config.mk WORK_HOME=/design/flow/orfs finish
==> /design/flow/config.mk <==
export PLATFORM = sky130hd
export DESIGN_NAME = Seven_Segment_Display
export DESIGN_NICKNAME = Seven_Segment_Display
export VERILOG_FILES = /design/flow/design.v
export SDC_FILE = /design/flow/constraint.sdc
export NUM_CORES = 4
export LEC_CHECK = 1
export CORE_AREA = 10 10 86 86
export DIE_AREA = 0 0 96 96
==> /design/flow/constraint.sdc <==
current_design Seven_Segment_Display

set clk_period 2.5
set clk_io_pct 0.2

create_clock -name clk0 -period $clk_period [get_ports {i_clk}]

set non_clock_inputs [all_inputs -no_clocks]
set_input_delay [expr $clk_period * $clk_io_pct] -clock clk0 $non_clock_inputs
set_output_delay [expr $clk_period * $clk_io_pct] -clock clk0 [all_outputs]
==> /design/flow/design.v <==
module Seven_Segment_Display (
    input i_clk,
    input i_reset,
    input [31:0] i_digit,
    output reg [7:0] o_AN,
    output reg o_DP,   
    output reg [6:0] o_A2G
);
  reg [2:0] r_counter = 0;
  reg [3:0] value;
  assign o_DP = 1;
  always @(posedge i_clk) begin
    if (i_reset) begin
      o_AN  <= 8'b11111110;
      o_A2G <= 7'b0000001;
    end else begin
      if (r_counter == 8) r_counter = 0;
      else r_counter = r_counter + 1;
      case (r_counter)
        3'b111: begin
          value <= i_digit[31:28];
          o_AN  <= 8'b01111111;
        end
        3'b110: begin
          value <= i_digit[27:24];
          o_AN  <= 8'b10111111;
        end
        3'b101: begin
          value <= i_digit[23:20];
          o_AN  <= 8'b11011111;
        end
        3'b100: begin
          value <= i_digit[19:16];
          o_AN  <= 8'b11101111;
        end
        default: value <= 4'b0000;
      endcase
      case (value)
        4'b0000: o_A2G <= 7'b0000001;   
        4'b0001: o_A2G <= 7'b1001111;   
        4'b0010: o_A2G <= 7'b0010010;   
        4'b0011: o_A2G <= 7'b0000110;   
        4'b0100: o_A2G <= 7'b1001100;   
        4'b0101: o_A2G <= 7'b0100100;   
        4'b0110: o_A2G <= 7'b0100000;   
        4'b0111: o_A2G <= 7'b0001111;   
        4'b1000: o_A2G <= 7'b0000000;   
        4'b1001: o_A2G <= 7'b0000100;   
        default: o_A2G <= 7'b0000001;   
      endcase
    end
  end
endmodule
==> reports/README.md <==
| Group | Item | This run |
|:---|:---|:---|
| global route | Pin count of the biggest net entering global routing | 12 |
| job | Count of tool warnings | 49 |
| cts | CTS-repair resized insts | 0 |
| global route | Remaining global-route overflow | 0 |
| power and ir drop | Fraction of power consumed by the clock network | 27.7% |
| cts | TritonCTS clock tree | built |
| power and ir drop | Internal power | 0.569 mW |
| power and ir drop | Part of the total power dissipated in sequential elements | 49.0% |
| cells and area | Share of cells above drive strength 1 | 6.56% |
| worst setup path | Reg2Reg Launch Point | r_counter[0] |
| timing | Final slew viol count | 0 |
| logic synthesis | Synthesized area divided by synthesized cell count | 10.3 um^2 |
| detailed routing | Post-route DRC | 0 |
| min path | Endpoint, Worst Hold | o_AN[0] |
| worst setup path | Arrival time worst endpoint | 1.84 ns |
| cts | Clock root buffer | sky130_fd_sc_hd__clkbuf_8 |
| worst setup path | Worst-path fanout max | 8 |
| timing | Final setup viols | 0 |
| global route | Vias in the first global route | 740 |
| timing | Final count of hold timing violations | 0 |
| detailed routing | Sum of routed wire length over all layers | 2.33 mm |
| placement | HPWL after detailed placement | 1.76 mm |
| power and ir drop | Worst vdd ir | 0.000294 V |
| logic synthesis | Share of synthesized registers carrying an async set or reset | 0% |
| timing | Final critical-path share of the clock period | 67.9% |
| timing | RSZ-0062 raised after global routing | false |
| placement | Port Buffers | 29 |
| worst setup path | CP Class | reg2reg |
| min path | Start point of the worst hold path | o_AN[0] |
| power and ir drop | Combinational fraction of design power | 23.3% |
| cts | Post-CTS clock slew at the launch and capture registers of the worst setup and hold paths | 0.07 ns |
| power and ir drop | Sw frac | 26.2% |
| power and ir drop | Switching component of the power | 0.202 mW |
| power and ir drop | Total Power | 0.771 mW |
| detailed routing | Number of DRC violations after detailed-routing iteration 0 | 30 |
| global route | Initial antenna violation count | 0 |
| cts | Sink count of the clock tree | 19 |
| cells and area | Fill cell instance count of the final layout | 624 |
| timing | Highest clock rate | 589 MHz |
| die | Chip width | 96 um |
| die | Number of ports placed on the die boundary | 50 |
| cts | Bufs on Longest Clock Path | 2 |
| worst setup path | Terminus of the critical flop-to-flop path | o_AN[5] |
| worst setup path | Worst endpoint required time | 2.64 ns |
| logic synthesis | Area of the mapped netlist | 971 um^2 |
| detailed routing | Via Count | 744 |
| timing | Post-route clock skew | 0.00449 ns |
| detailed routing | Number of detailed-routing iterations run before antenna repair | 4 |
| die | Die area | 9220 um^2 |
| min path | Worst hold-check path type | reg2reg |
| power and ir drop | Leakage power | 0.528 nW |
| die | Core Area | 5540 um^2 |
| min path | Depth of the worst hold-timing path | 2 |
| logic synthesis | Synthesis Warnings | 2 |
| detailed routing | Average wire per cell in the routed design | 12.0 um |
| logic synthesis | Distinct cell type count after synthesis | 28 |
| job | Max-capacitance violation count | 0 |
| global route | First-pass GRT wire length | 3.59 mm |
| cts | Number of buffers inserted by hold repair at cts | 0 |
| logic synthesis | Most used flip-flop cell | sky130_fd_sc_hd__dfxtp_1 |
| cts | Clock buffer count from CTS | 3 |
| logic synthesis | Count of library flops with an enable pin | 7 |
| worst setup path | Type of element capturing the critical path | flop |
| cells and area | Layout overhead on the synthesized area | 40.1% |
| detailed routing | Diode count | 0 |
| global route | GR Util All Layers | 5.02% |
| power and ir drop | P per Cell Area | 567 nW/um^2 |
| die | Chip height | 96 um |
| logic synthesis | Number of cells produced by synthesis | 94 |
| worst setup path | Worst-case reg-to-reg path depth | 4 |
| worst setup path | Internal reg-to-reg setup slack | 0.80 ns |
| placement | Final RePlAce weighted congestion | 0.801 |
| die | Floorplan-stage core utilization | 17.5% |
| logic synthesis | Cells in synth_stat.txt | 94 |
| detailed routing | Average vias per placed instance | 3.84 |
| logic synthesis | Yosys chip area | 971 um^2 |
| cts | Clock latency (worst-skew pair) | 0.25 ns |
| timing | Worst hold-check slack | 0.455 ns |
| logic synthesis | Post-synthesis sequential element count | 19 |
| timing | Final critical-path required period | 1.70 ns |
| run status | Run status | finished, final reports clean |
| cts | Htree depth | 1 |
| die | Number of placement rows | 27 |
| logic synthesis | Post-synth seq share | 46.4% |
| cts | Number of setup buffers added after CTS | 0 |
| worst setup path | Sort of element at the start of the critical path | flop |
| timing | Setup tns final | 0 ns |
| detailed routing | ANT nets after route | 0 |
==> area by class of cell <==
| class | instances | area [um^2] | share of cell area [%] |
|---|---|---|---|
| Multi-Input combinational cell | 62 | 453 | 33.3 |
| Sequential cell | 19 | 450 | 33.1 |
| Tap cell | 72 | 90.1 | 6.62 |
| Clock buffer | 3 | 41.3 | 3.04 |
| Inverter | 8 | 30.0 | 2.21 |
| Timing Repair Buffer | 29 | 290 | 21.3 |
| Clock inverter | 1 | 5.00 | 0.368 |
==> power by group through the flow <==
stage	logic (mW)	registers, mW	clock network (mW)
6_report	0.179	0.378	0.213
5_1_grt	0.203	0.382	0.230
4_1_cts	0.182	0.379	0.219
==> per-layer routing <==
metal	part of all wire [%]	track usage, %	routed length, um
met1	46	6.93	1070
met3	9.8	2.36	228
met5	0	0	0
met2	44	7.40	1020
met4	0.39	0.246	9
==> logic make-up after synthesis <==
logic type | Yosys count | synth area share, %
muxes | 3 | 3.22
adders and majority gates | 10 | 12.9
other | 1 | 0.386
buffers and inverters | 16 | 8.12
AOI/OAI and AO/OA | 25 | 16.9
xor gates and xnor gates | 2 | 2.58
DFF | 19 | 46.4
and+or+nand+nor | 18 | 9.54
==> cells in the final DEF, fill, tap and decap left out, types with 3 or more instances in the layout <==
cell,Yosys,layout
sky130_fd_sc_hd__clkbuf_8,0,3
sky130_fd_sc_hd__a22oi_1,8,8
sky130_fd_sc_hd__ha_1,10,10
sky130_fd_sc_hd__clkdlybuf4s50_1,0,29
sky130_fd_sc_hd__a21oi_1,8,8
sky130_fd_sc_hd__dfxtp_1,12,12
sky130_fd_sc_hd__inv_1,7,7
sky130_fd_sc_hd__edfxtp_1,7,7
sky130_fd_sc_hd__conb_1,1,4
sky130_fd_sc_hd__nor2_1,9,9
sky130_fd_sc_hd__o21ai_0,4,4
==> synth_stat cells (2+ instances only) <==
| cell type | number | share of area, % |
|---|---|---|
| sky130_fd_sc_hd__nor2_1 | 9 | 3.5 |
| sky130_fd_sc_hd__mux2i_1 | 2 | 2.1 |
| sky130_fd_sc_hd__buf_4 | 4 | 3.1 |
| sky130_fd_sc_hd__o21ai_1 | 2 | 1.0 |
| sky130_fd_sc_hd__ha_1 | 10 | 13 |
| sky130_fd_sc_hd__or3_1 | 2 | 1.3 |
| sky130_fd_sc_hd__inv_1 | 7 | 2.7 |
| sky130_fd_sc_hd__dfxtp_1 | 12 | 25 |
| sky130_fd_sc_hd__a22oi_1 | 8 | 6.2 |
| sky130_fd_sc_hd__buf_2 | 3 | 1.5 |
| sky130_fd_sc_hd__nor4b_1 | 2 | 1.8 |
| sky130_fd_sc_hd__o21ai_0 | 4 | 2.1 |
| sky130_fd_sc_hd__edfxtp_1 | 7 | 22 |
| sky130_fd_sc_hd__a21oi_1 | 8 | 4.1 |
==> critical path, stage by stage, from the launching register on <==
cell and delay [ns]:
sky130_fd_sc_hd__edfxtp_1 0.44, sky130_fd_sc_hd__ha_1 0.26, sky130_fd_sc_hd__xnor2_2 0.43, sky130_fd_sc_hd__inv_2 0.14
sky130_fd_sc_hd__a221o_1 0.33
==> per-stage QoR <==
stage / cells / cell area (um^2) / setup WS (ns) / util (%)
floorplan: 97 / 982 / 1.00 / -
global placement: 190 / 1310 / 0.799 / 23.7
detailed placement: 190 / 1310 / 0.787 / 23.7
CTS: 194 / 1360 / 0.806 / 24.5
global route: 194 / 1360 / 0.702 / 24.5
finish: 194 / 1360 / 0.801 / 24.5
==> worst max path at each step <==
stage	startpoint	slack, ns	end
CTS	r_counter[0]	0.81	o_AN[5]
global route	r_counter[1]	0.70	o_AN[5]
finish	r_counter[0]	0.80	o_AN[5]
==> registers in the layout, summed over array words and instances (netlist names) <==
signal / cells
o_A2G: 7
o_AN: 5
value: 4
r_counter: 3
Power is estimated from default activity; no workload was simulated.
